[./run.sh]
#!/bin/bash
# OpenROAD 26Q1-2900-gdf79404cd8, Yosys 0.63+post, stock flow scripts
make -C /OpenROAD-flow-scripts/flow DESIGN_CONFIG=/design/flow/config.mk WORK_HOME=/design/flow/orfs finish
[./config.mk]
export PLATFORM = sky130hd
export DESIGN_NAME = BlackBallBitMap
export DESIGN_NICKNAME = BlackBallBitMap
export VERILOG_FILES = /design/flow/design.v
export SDC_FILE = /design/flow/constraint.sdc
export NUM_CORES = 4
export LEC_CHECK = 1
export CORE_AREA = 10 10 96 96
export DIE_AREA = 0 0 106 106
[./constraint.sdc]
current_design BlackBallBitMap

set clk_period 1.4
set clk_io_pct 0.2

create_clock -name clk0 -period $clk_period [get_ports {clk}]

set non_clock_inputs [all_inputs -no_clocks]
set_input_delay [expr $clk_period * $clk_io_pct] -clock clk0 $non_clock_inputs
set_output_delay [expr $clk_period * $clk_io_pct] -clock clk0 [all_outputs]
[./design.v]
module	BlackBallBitMap	(	
					input	logic	clk,
					input	logic	resetN,
					input logic	[10:0] offsetX, 
					input logic	[10:0] offsetY,
					input	logic	InsideRectangle,  
					output	logic	drawingRequest,  
					output	logic	[7:0] RGBout,   
					output	logic	[3:0] HitEdgeCode  
 ) ;
localparam  int OBJECT_NUMBER_OF_Y_BITS = 5;   
localparam  int OBJECT_NUMBER_OF_X_BITS = 5;   
localparam  int OBJECT_HEIGHT_Y = 1 <<  OBJECT_NUMBER_OF_Y_BITS ;
localparam  int OBJECT_WIDTH_X = 1 <<  OBJECT_NUMBER_OF_X_BITS;
localparam  int OBJECT_HEIGHT_Y_DIVIDER = OBJECT_NUMBER_OF_Y_BITS - 2;  
localparam  int OBJECT_WIDTH_X_DIVIDER =  OBJECT_NUMBER_OF_X_BITS - 2;
localparam logic [7:0] TRANSPARENT_ENCODING = 8'hff ; 
logic [0:OBJECT_HEIGHT_Y-1] [0:OBJECT_WIDTH_X-1] [7:0] object_colors = {
{8'hff,8'hff,8'hff,8'hff,8'hff,8'hff,8'hff,8'hff,8'hff,8'hff,8'hff,8'hff,8'hff,8'hff,8'h00,8'h00,8'h00,8'h00,8'hff,8'hff,8'hff,8'hff,8'hff,8'hff,8'hff,8'hff,8'hff,8'hff,8'hff,8'hff,8'hff,8'hff},
	{8'hff,8'hff,8'hff,8'hff,8'hff,8'hff,8'hff,8'hff,8'hff,8'hff,8'h00,8'h00,8'h00,8'h00,8'h00,8'h00,8'h00,8'h00,8'h00,8'h00,8'h00,8'h00,8'hff,8'hff,8'hff,8'hff,8'hff,8'hff,8'hff,8'hff,8'hff,8'hff},
	{8'hff,8'hff,8'hff,8'hff,8'hff,8'hff,8'hff,8'hff,8'h00,8'h00,8'h00,8'h00,8'h00,8'h00,8'h00,8'h00,8'h00,8'h00,8'h00,8'h00,8'h00,8'h00,8'h00,8'h00,8'hff,8'hff,8'hff,8'hff,8'hff,8'hff,8'hff,8'hff},
	{8'hff,8'hff,8'hff,8'hff,8'hff,8'hff,8'hff,8'h00,8'h00,8'h00,8'h00,8'h00,8'h00,8'h00,8'h00,8'h00,8'h00,8'h00,8'h00,8'h00,8'h00,8'h00,8'h00,8'h00,8'h00,8'hff,8'hff,8'hff,8'hff,8'hff,8'hff,8'hff},
	{8'hff,8'hff,8'hff,8'hff,8'hff,8'hff,8'h00,8'h00,8'h00,8'h00,8'h00,8'h00,8'h00,8'h00,8'h00,8'h00,8'h00,8'h00,8'h00,8'h00,8'h00,8'h00,8'h00,8'h00,8'h00,8'h00,8'hff,8'hff,8'hff,8'hff,8'hff,8'hff},
	{8'hff,8'hff,8'hff,8'hff,8'hff,8'h00,8'h00,8'h00,8'h00,8'h00,8'h00,8'h00,8'h00,8'h00,8'h00,8'h00,8'h00,8'h00,8'h00,8'h00,8'h00,8'h00,8'h00,8'h00,8'h00,8'h00,8'h00,8'hff,8'hff,8'hff,8'hff,8'hff},
	{8'hff,8'hff,8'hff,8'hff,8'h00,8'h00,8'h00,8'h00,8'h00,8'h00,8'h00,8'h00,8'h00,8'h00,8'h00,8'h00,8'h00,8'h00,8'h00,8'h00,8'h00,8'h00,8'h00,8'h00,8'h00,8'h00,8'h00,8'h00,8'hff,8'hff,8'hff,8'hff},
	{8'hff,8'hff,8'hff,8'h00,8'h00,8'h00,8'h00,8'h00,8'h00,8'h00,8'h00,8'h00,8'h00,8'h00,8'h00,8'h00,8'h00,8'h00,8'h00,8'h00,8'h00,8'h00,8'h00,8'h00,8'h00,8'h00,8'h00,8'h00,8'h00,8'hff,8'hff,8'hff},
	{8'hff,8'hff,8'h00,8'h00,8'h00,8'h00,8'h00,8'h00,8'h00,8'h00,8'h00,8'h00,8'h00,8'h00,8'h00,8'h00,8'h00,8'h00,8'h00,8'h00,8'h00,8'h00,8'h00,8'h00,8'h00,8'h00,8'h00,8'h00,8'h00,8'h00,8'hff,8'hff},
	{8'hff,8'hff,8'h00,8'h00,8'h00,8'h00,8'h00,8'h00,8'h00,8'h00,8'h00,8'h00,8'h00,8'h00,8'h00,8'h00,8'h00,8'h00,8'h00,8'h00,8'h00,8'h00,8'h00,8'h00,8'h00,8'h00,8'h00,8'h00,8'h00,8'h00,8'hff,8'hff},
	{8'hff,8'hff,8'h00,8'h00,8'h00,8'h00,8'h00,8'h00,8'h00,8'h00,8'h00,8'h00,8'h00,8'h00,8'h00,8'h00,8'h00,8'h00,8'h00,8'h00,8'h00,8'h00,8'h00,8'h00,8'h00,8'h00,8'h00,8'h00,8'h00,8'h00,8'hff,8'hff},
	{8'hff,8'h00,8'h00,8'h00,8'h00,8'h00,8'h00,8'h00,8'h00,8'h00,8'h00,8'h00,8'h00,8'h00,8'h00,8'h00,8'h00,8'h00,8'h00,8'h00,8'h00,8'h00,8'h00,8'h00,8'h00,8'h00,8'h00,8'h00,8'h00,8'h00,8'h00,8'hff},
	{8'hff,8'h00,8'h00,8'h00,8'h00,8'h00,8'h00,8'h00,8'h00,8'h00,8'h00,8'h00,8'h00,8'h00,8'h00,8'h00,8'h00,8'h00,8'h00,8'h00,8'h00,8'h00,8'h00,8'h00,8'h00,8'h00,8'h00,8'h00,8'h00,8'h00,8'h00,8'hff},
	{8'hff,8'h00,8'h00,8'h00,8'h00,8'h00,8'h00,8'h00,8'h00,8'h00,8'h00,8'h00,8'h00,8'h00,8'h00,8'h00,8'h00,8'h00,8'h00,8'h00,8'h00,8'h00,8'h00,8'h00,8'h00,8'h00,8'h00,8'h00,8'h00,8'h00,8'h00,8'hff},
	{8'hff,8'h00,8'h00,8'h00,8'h00,8'h00,8'h00,8'h00,8'h00,8'h00,8'h00,8'h00,8'h00,8'h00,8'h00,8'h00,8'h00,8'h00,8'h00,8'h00,8'h00,8'h00,8'h00,8'h00,8'h00,8'h00,8'h00,8'h00,8'h00,8'h00,8'h00,8'hff},
	{8'h00,8'h00,8'h00,8'h00,8'h00,8'h00,8'h00,8'h00,8'h00,8'h00,8'h00,8'h00,8'h00,8'h00,8'h00,8'h00,8'h00,8'h00,8'h00,8'h00,8'h00,8'h00,8'h00,8'h00,8'h00,8'h00,8'h00,8'h00,8'h00,8'h00,8'h00,8'h00},
	{8'h00,8'h00,8'h00,8'h00,8'h00,8'h00,8'h00,8'h00,8'h00,8'h00,8'h00,8'h00,8'h00,8'h00,8'h00,8'h00,8'h00,8'h00,8'h00,8'h00,8'h00,8'h00,8'h00,8'h00,8'h00,8'h00,8'h00,8'h00,8'h00,8'h00,8'h00,8'h00},
	{8'hff,8'h00,8'h00,8'h00,8'h00,8'h00,8'h00,8'h00,8'h00,8'h00,8'h00,8'h00,8'h00,8'h00,8'h00,8'h00,8'h00,8'h00,8'h00,8'h00,8'h00,8'h00,8'h00,8'h00,8'h00,8'h00,8'h00,8'h00,8'h00,8'h00,8'h00,8'hff},
	{8'hff,8'h00,8'h00,8'h00,8'h00,8'h00,8'h00,8'h00,8'h00,8'h00,8'h00,8'h00,8'h00,8'h00,8'h00,8'h00,8'h00,8'h00,8'h00,8'h00,8'h00,8'h00,8'h00,8'h00,8'h00,8'h00,8'h00,8'h00,8'h00,8'h00,8'h00,8'hff},
	{8'hff,8'h00,8'h00,8'h00,8'h00,8'h00,8'h00,8'h00,8'h00,8'h00,8'h00,8'h00,8'h00,8'h00,8'h00,8'h00,8'h00,8'h00,8'h00,8'h00,8'h00,8'h00,8'h00,8'h00,8'h00,8'h00,8'h00,8'h00,8'h00,8'h00,8'h00,8'hff},
	{8'hff,8'h00,8'h00,8'h00,8'h00,8'h00,8'h00,8'h00,8'h00,8'h00,8'h00,8'h00,8'h00,8'h00,8'h00,8'h00,8'h00,8'h00,8'h00,8'h00,8'h00,8'h00,8'h00,8'h00,8'h00,8'h00,8'h00,8'h00,8'h00,8'h00,8'h00,8'hff},
	{8'hff,8'hff,8'h00,8'h00,8'h00,8'h00,8'h00,8'h00,8'h00,8'h00,8'h00,8'h00,8'h00,8'h00,8'h00,8'h00,8'h00,8'h00,8'h00,8'h00,8'h00,8'h00,8'h00,8'h00,8'h00,8'h00,8'h00,8'h00,8'h00,8'h00,8'hff,8'hff},
	{8'hff,8'hff,8'h00,8'h00,8'h00,8'h00,8'h00,8'h00,8'h00,8'h00,8'h00,8'h00,8'h00,8'h00,8'h00,8'h00,8'h00,8'h00,8'h00,8'h00,8'h00,8'h00,8'h00,8'h00,8'h00,8'h00,8'h00,8'h00,8'h00,8'h00,8'hff,8'hff},
	{8'hff,8'hff,8'h00,8'h00,8'h00,8'h00,8'h00,8'h00,8'h00,8'h00,8'h00,8'h00,8'h00,8'h00,8'h00,8'h00,8'h00,8'h00,8'h00,8'h00,8'h00,8'h00,8'h00,8'h00,8'h00,8'h00,8'h00,8'h00,8'h00,8'h00 ,8'hff,8'hff},
	{8'hff,8'hff,8'hff,8'h00,8'h00,8'h00,8'h00,8'h00,8'h00,8'h00,8'h00,8'h00,8'h00,8'h00,8'h00,8'h00,8'h00,8'h00,8'h00,8'h00,8'h00,8'h00,8'h00,8'h00,8'h00,8'h00,8'h00,8'h00,8'h00,8'hff,8'hff,8'hff},
	{8'hff,8'hff,8'hff,8'hff,8'h00,8'h00,8'h00,8'h00,8'h00,8'h00,8'h00,8'h00,8'h00,8'h00,8'h00,8'h00,8'h00,8'h00,8'h00,8'h00,8'h00,8'h00,8'h00,8'h00,8'h00,8'h00,8'h00,8'h00,8'hff,8'hff,8'hff,8'hff},
	{8'hff,8'hff,8'hff,8'hff,8'hff,8'h00,8'h00,8'h00,8'h00,8'h00,8'h00,8'h00,8'h00,8'h00,8'h00,8'h00,8'h00,8'h00,8'h00,8'h00,8'h00,8'h00,8'h00,8'h00,8'h00,8'h00,8'h00,8'hff,8'hff,8'hff,8'hff,8'hff},
	{8'hff,8'hff,8'hff,8'hff,8'hff,8'hff,8'h00,8'h00,8'h00,8'h00,8'h00,8'h00,8'h00,8'h00,8'h00,8'h00,8'h00,8'h00,8'h00,8'h00,8'h00,8'h00,8'h00,8'h00,8'h00,8'h00,8'hff,8'hff,8'hff,8'hff,8'hff,8'hff},
	{8'hff,8'hff,8'hff,8'hff,8'hff,8'hff,8'hff,8'h00,8'h00,8'h00,8'h00,8'h00,8'h00,8'h00,8'h00,8'h00,8'h00,8'h00,8'h00,8'h00,8'h00,8'h00,8'h00,8'h00,8'h00,8'hff,8'hff,8'hff,8'hff,8'hff,8'hff,8'hff},
	{8'hff,8'hff,8'hff,8'hff,8'hff,8'hff,8'hff,8'hff,8'h00,8'h00,8'h00,8'h00,8'h00,8'h00,8'h00,8'h00,8'h00,8'h00,8'h00,8'h00,8'h00,8'h00,8'h00,8'h00,8'hff,8'hff,8'hff,8'hff,8'hff,8'hff,8'hff,8'hff},
	{8'hff,8'hff,8'hff,8'hff,8'hff,8'hff,8'hff,8'hff,8'hff,8'hff,8'h00,8'h00,8'h00,8'h00,8'h00,8'h00,8'h00,8'h00,8'h00,8'h00,8'h00,8'h00,8'hff,8'hff,8'hff,8'hff,8'hff,8'hff,8'hff,8'hff,8'hff,8'hff},
	{8'hff,8'hff,8'hff,8'hff,8'hff,8'hff,8'hff,8'hff,8'hff,8'hff,8'hff,8'hff,8'hff,8'hff,8'h00,8'h00,8'h00,8'h00,8'hff,8'hff,8'hff,8'hff,8'hff,8'hff,8'hff,8'hff,8'hff,8'hff,8'hff,8'hff,8'hff,8'hff}};
logic [0:3] [0:3] [3:0] hit_colors = 
		  {16'hC446,     
			16'h8C62,    
			16'h8932,
			16'h9113};
always_ff@(posedge clk or negedge resetN)
begin
	if(!resetN) begin
		RGBout <=	TRANSPARENT_ENCODING;
		HitEdgeCode <= 4'h0;
	end
	else begin
		RGBout <= TRANSPARENT_ENCODING ;  
		HitEdgeCode <= 4'h0;
		if (InsideRectangle == 1'b1 ) 
		begin  
			HitEdgeCode <= hit_colors[offsetY >> OBJECT_HEIGHT_Y_DIVIDER][offsetX >> OBJECT_WIDTH_X_DIVIDER];	 
			RGBout <= object_colors[offsetY][offsetX];
		end  	
	end
end
assign drawingRequest = (RGBout != TRANSPARENT_ENCODING ) ? 1'b1 : 1'b0 ;  
endmodule
==> CHANGELOG.md <==
### Physical design

* Delay of the slowest critical-path stage at a little under 0.4 ns
* Pin count of the biggest net entering global routing at 14
* Post-route ant nets at 0
* WL final at around 3.2 mm
* Total grt overflow at 0
* Crit path time final at approximately 2.1 ns
* Final setup fails at 5
* Max-cap violations at 0
* PwrDens at roughly 700 mW/mm^2
* Worst hold path class: in2async
* Crit path max-delay family: AND-OR/OR-AND gates
* Reg clk slew, reported paths at approximately 0.040 ns
* Clock sink count at 5
* Slew Viols, Final at 0
* CTS tree: done
* First-iteration detailed-routing DRC count at roughly 54
* Post-Syn Area at 0.001149 mm^2
* First-pass GRT wire length at approximately 5.7 mm
* Wire per inst at between 10 and 15 um
* Setup crit start kind: input port
* Worst Tran Pin Value at 0.3405 ns
* GRT Overall Usage at 0.05771
* Crit path buf inv count at 2
* Status: finished with violations
* CTS Root Cell: clkbuf_8
* CTS max path bufs at 2
* Critical path fanouts, max at 3
* Seq/Total Area, Yosys at 0.1100
* FMAX at around 470 MHz
* # DRC at 0
* Initial antenna violation count at 0
* H-tree depth at 1
* # Cells Yosys at about 150
* CTS buffer count at 3
* RSZ-0062 raised after global routing: true
* Vias per cell at roughly 4
* Top_reg_cell synth: dfrtp_1
* Die H at approximately 110 um
* Gp weighted congestion at slightly below 0.9
* Peak VDD IR at 0.2615 mV
* DRT Pass-1 Iters at 4
* Diodes inserted at 0
* Rows at 31
* Worst Path Class, Setup: in2reg
* Period utilization at 1.521
* Floorplan core density at 0.1592
* Cts hold-fix bufs at 0
* Layout cells sized above 1 at 0.4306
* Synthesis-stage register bit count at 5
* Vias at ~1200
* Lkg Pwr at between 0.8 and 0.9 nW
* DIE WIDTH at approximately 110 um
* Post-synth ARST share at 1.000
* Worst EP required at ~1.5 ns
* EDFF count, synth at 0
* Yosys synthesis chip area at ~0.0011 mm^2
* Synthesis-to-layout area growth at 81.48%
* Max-Slew Margin vs Limit at 0.7714
* Mapped Cells at approximately 150
* Final hold violations at 0
* CP startpoint: offsetX[6]
* Avg Inst Size Synth at 7.814 um^2
* DP HPWL at 2.750 mm
* Post-synth cell types at about 47
* Setup TNS at -2.620 ns
* Most frequent cell on the critical path: a211oi_2
* IO buf count at 33
* CP Data Arrival Time at 2.27 ns
* CP Capture Type: register
* Failing checks: negative setup slack
* CORE AREA at between 0.007 and 0.008 mm^2
* Die Size at ~0.011 mm^2
* Fin Hold WS at approximately 0.28 ns
* Worst Setup Slack, final at -0.7288 ns
* Vias in the first global route at 1307
* Worst-path cell chain: buf_12 -> inv_12 -> ha_4 -> or3b_4 -> xor2_2 -> ha_1 -> and3_4 -> a22oi_2 -> o21bai_4 -> a211oi_2 -> a21oi_1 -> a211oi_2
* Tool warnings at 32
* I/O pins at 38
* Number of synthesis warnings at 1
* Slowest CP cell: or3b_4
==> metal layers <==
metal,vias up,part of all wire,GRT usage
li1,665,-,-
met1,556,0.46,0.07343
met2,23,0.47,0.09806
met3,0,0.078,0.01774
met4,0,0,0.003868
met5,-,0,0
==> path summary, 6_finish.rpt <==
check	end	slack [ns]	cells past startpoint
setup / recovery	RGBout[6]	-0.73	12
hold / removal	HitEdgeCode[1]	0.28	1
max in group asynchronous	RGBout[6]	0.87	1
min in group clk0	HitEdgeCode[0]	0.60	4
==> synth_stat cells (4+ instances only) <==
cell type   n  area (um^2)
inv_1      13        48.80
ha_1       10        125.1
xnor2_1    10        87.58
nor2_1      9        33.78
buf_4       8        60.06
nand2_1     8        30.03
a21oi_1     7        35.03
xor2_1      6        52.55
nand3_1     5        25.02
a21o_1      4        30.03
buf_2       4        20.02
dfrtp_1     4        100.1
==> layout by cell type (no fill, tap or decap), drive strengths merged, types with 3 or more instances in the layout <==
cell / Yosys / layout
a211oi: 3 / 3
a311oi: 3 / 3
nor3: 4 / 4
nor2: 9 / 9
clkbuf: 0 / 5
nand3: 5 / 5
a21oi: 7 / 7
nand2b: 4 / 4
clkdlybuf4s15: 0 / 4
xor2: 6 / 6
a21o: 4 / 4
a221oi: 3 / 3
ha: 10 / 10
nand2: 8 / 8
xnor2: 10 / 10
dfrtp: 4 / 4
o22ai: 3 / 3
clkdlybuf4s50: 0 / 18
inv: 13 / 13
o21bai: 3 / 3
o21ai: 3 / 3
buf: 13 / 49
nor2b: 3 / 3
dlygate4sd2: 0 / 5
==> per-stage QoR <==
stage | worst slack [ns] | util | power (mW) | cells | cell area (um^2)
floorplan | -0.8157 | - | 0.6898 | 147 | 1205
global placement | -1.501 | 0.2569 | 1.081 | 304 | 1853
detailed placement | -1.507 | 0.2569 | 1.086 | 304 | 1853
CTS | -0.7662 | 0.2825 | 1.461 | 315 | 2038
global route | -0.8214 | 0.2889 | 1.602 | 315 | 2085
finish | -0.7288 | 0.2889 | 1.467 | 315 | 2085
==> logic make-up after synthesis <==
logic type	synth area share
xor+xnor	0.1220
mux	0.02178
compound gates	0.2408
simple gates	0.2397
flops	0.1100
fa+ha+maj	0.1438
buf+inv	0.1220
==> where the power goes <==
group / switching, mW / leakage (nW) / internal [mW] / total [mW]
clock: 0.0699 / 0.0255 / 0.191 / 0.261
combinational: 0.433 / 0.808 / 0.594 / 1.03
sequential: 0.00923 / 0.0657 / 0.170 / 0.180
==> sequential cells by signal, indices dropped and copies added, names as in the netlist <==
signal       cells
HitEdgeCode      4
RGBout           1
==> layout make-up <==
type                            count  area [um^2]
Clock inverter                      1        5.005
Tap cell                           99        123.9
Inverter                           13        68.82
Multi-Input combinational cell    116         1055
Timing Repair Buffer               78        664.4
Fill cell                         762         5130
Sequential cell                     5        126.4
Clock buffer                        3        41.29
==> what timing repair did <==
action | CTS | global route
setup endpoints to repair | 14 | 12
buffers inserted | 8 | 1
gates resized | 60 | 12
pin swaps | 20 | 6
Power figures rest on the tool's default switching activity, not on a simulated workload.
