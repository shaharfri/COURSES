**design/flow/design.v**
```verilog
module	RedBallBitMap	(	
					input	logic	clk,
					input	logic	resetN,
					input logic	[10:0] offsetX, 
					input logic	[10:0] offsetY,
					input	logic	InsideRectangle,  
					input logic collision_Red_Border,
					input logic collision_Red_White,
					output	logic	drawingRequest,  
					output	logic	[7:0] RGBout,   
					output	logic	[3:0] HitEdgeCode  
 ) ;
localparam  int OBJECT_NUMBER_OF_Y_BITS = 5;   
localparam  int OBJECT_NUMBER_OF_X_BITS = 5;   
localparam  int OBJECT_HEIGHT_Y = 1 <<  OBJECT_NUMBER_OF_Y_BITS ;
localparam  int OBJECT_WIDTH_X = 1 <<  OBJECT_NUMBER_OF_X_BITS;
localparam  int OBJECT_HEIGHT_Y_DIVIDER = OBJECT_NUMBER_OF_Y_BITS - 2;  
localparam  int OBJECT_WIDTH_X_DIVIDER =  OBJECT_NUMBER_OF_X_BITS - 2;
localparam logic [7:0] TRANSPARENT_ENCODING = 8'hFF ; 
logic [0:OBJECT_HEIGHT_Y-1] [0:OBJECT_WIDTH_X-1] [7:0] object_colors = {
	{8'hff,8'hff,8'hff,8'hff,8'hff,8'hff,8'hff,8'hff,8'hff,8'hff,8'hff,8'hff,8'hff,8'hff,8'hff,8'hff,8'hff,8'hff,8'hff,8'hff,8'hff,8'hff,8'hff,8'hff,8'hff,8'hff,8'hff,8'hff,8'hff,8'hff,8'hff,8'hff},
	{8'hff,8'hff,8'hff,8'hff,8'hff,8'hff,8'hff,8'hff,8'hff,8'hff,8'hff,8'hc0,8'hc0,8'hc0,8'hc0,8'hc0,8'hc0,8'hc0,8'hc0,8'hc0,8'hc0,8'hff,8'hff,8'hff,8'hff,8'hff,8'hff,8'hff,8'hff,8'hff,8'hff,8'hff},
	{8'hff,8'hff,8'hff,8'hff,8'hff,8'hff,8'hff,8'hff,8'hff,8'hc0,8'hc0,8'hc0,8'hc0,8'hc0,8'hc0,8'hc0,8'hc0,8'hc0,8'hc0,8'hc0,8'hc0,8'hc0,8'hc0,8'hff,8'hff,8'hff,8'hff,8'hff,8'hff,8'hff,8'hff,8'hff},
	{8'hff,8'hff,8'hff,8'hff,8'hff,8'hff,8'hff,8'hc0,8'hc0,8'hc0,8'hc0,8'hc0,8'hc0,8'hc0,8'hc0,8'hc0,8'hc0,8'hc0,8'hc0,8'hc0,8'hc0,8'hc0,8'hc0,8'hc0,8'hc0,8'hff,8'hff,8'hff,8'hff,8'hff,8'hff,8'hff},
	{8'hff,8'hff,8'hff,8'hff,8'hff,8'hff,8'hc0,8'hc0,8'hc0,8'hc0,8'hc0,8'hc0,8'hc0,8'hc0,8'hc0,8'hc0,8'hc0,8'hc0,8'hc0,8'hc0,8'hc0,8'hc0,8'hc0,8'hc0,8'hc0,8'hc0,8'hff,8'hff,8'hff,8'hff,8'hff,8'hff},
	{8'hff,8'hff,8'hff,8'hff,8'hff,8'hc0,8'hc0,8'hc0,8'hc0,8'hc0,8'hc0,8'hc0,8'hc0,8'hc0,8'hc0,8'hc0,8'hc0,8'hc0,8'hc0,8'hc0,8'hc0,8'hc0,8'hc0,8'hc0,8'hc0,8'hc0,8'hc0,8'hff,8'hff,8'hff,8'hff,8'hff},
	{8'hff,8'hff,8'hff,8'hff,8'hc0,8'hc0,8'hc0,8'hc0,8'hc0,8'hc0,8'hc0,8'hc0,8'hc0,8'hc0,8'hc0,8'hc0,8'hc0,8'hc0,8'hc0,8'hc0,8'hc0,8'hc0,8'hc0,8'hc0,8'hc0,8'hc0,8'hc0,8'hc0,8'hff,8'hff,8'hff,8'hff},
	{8'hff,8'hff,8'hff,8'hc0,8'hc0,8'hc0,8'hc0,8'hc0,8'hc0,8'hc0,8'hc0,8'hc0,8'hc0,8'hc0,8'hc0,8'hc0,8'hc0,8'hc0,8'hc0,8'hc0,8'hc0,8'hc0,8'hc0,8'hc0,8'hc0,8'hc0,8'hc0,8'hc0,8'hc0,8'hff,8'hff,8'hff},
	{8'hff,8'hff,8'hff,8'hc0,8'hc0,8'hc0,8'hc0,8'hc0,8'hc0,8'hc0,8'hc0,8'hc0,8'hc0,8'hc0,8'hc0,8'hc0,8'hc0,8'hc0,8'hc0,8'hc0,8'hc0,8'hc0,8'hc0,8'hc0,8'hc0,8'hc0,8'hc0,8'hc0,8'hc0,8'hff,8'hff,8'hff},
	{8'hff,8'hff,8'hc0,8'hc0,8'hc0,8'hc0,8'hc0,8'hc0,8'hc0,8'hc0,8'hc0,8'hc0,8'hc0,8'hc0,8'hc0,8'hc0,8'hc0,8'hc0,8'hc0,8'hc0,8'hc0,8'hc0,8'hc0,8'hc0,8'hc0,8'hc0,8'hc0,8'hc0,8'hc0,8'hc0,8'hff,8'hff},
	{8'hff,8'hff,8'hc0,8'hc0,8'hc0,8'hc0,8'hc0,8'hc0,8'hc0,8'hc0,8'hc0,8'hc0,8'hc0,8'hc0,8'hc0,8'hc0,8'hc0,8'hc0,8'hc0,8'hc0,8'hc0,8'hc0,8'hc0,8'hc0,8'hc0,8'hc0,8'hc0,8'hc0,8'hc0,8'hc0,8'hff,8'hff},
	{8'hff,8'hff,8'hc0,8'hc0,8'hc0,8'hc0,8'hc0,8'hc0,8'hc0,8'hc0,8'hc0,8'hc0,8'hc0,8'hc0,8'hc0,8'hc0,8'hc0,8'hc0,8'hc0,8'hc0,8'hc0,8'hc0,8'hc0,8'hc0,8'hc0,8'hc0,8'hc0,8'hc0,8'hc0,8'hc0,8'hff,8'hff},
	{8'hff,8'hc0,8'hc0,8'hc0,8'hc0,8'hc0,8'hc0,8'hc0,8'hc0,8'hc0,8'hc0,8'hc0,8'hc0,8'hc0,8'hc0,8'hc0,8'hc0,8'hc0,8'hc0,8'hc0,8'hc0,8'hc0,8'hc0,8'hc0,8'hc0,8'hc0,8'hc0,8'hc0,8'hc0,8'hc0,8'hc0,8'hff},
	{8'hff,8'hc0,8'hc0,8'hc0,8'hc0,8'hc0,8'hc0,8'hc0,8'hc0,8'hc0,8'hc0,8'hc0,8'hc0,8'hc0,8'hc0,8'hc0,8'hc0,8'hc0,8'hc0,8'hc0,8'hc0,8'hc0,8'hc0,8'hc0,8'hc0,8'hc0,8'hc0,8'hc0,8'hc0,8'hc0,8'hc0,8'hff},
	{8'hff,8'hc0,8'hc0,8'hc0,8'hc0,8'hc0,8'hc0,8'hc0,8'hc0,8'hc0,8'hc0,8'hc0,8'hc0,8'hc0,8'hc0,8'hc0,8'hc0,8'hc0,8'hc0,8'hc0,8'hc0,8'hc0,8'hc0,8'hc0,8'hc0,8'hc0,8'hc0,8'hc0,8'hc0,8'hc0,8'hc0,8'hff},
	{8'hff,8'hc0,8'hc0,8'hc0,8'hc0,8'hc0,8'hc0,8'hc0,8'hc0,8'hc0,8'hc0,8'hc0,8'hc0,8'hc0,8'hc0,8'hc0,8'hc0,8'hc0,8'hc0,8'hc0,8'hc0,8'hc0,8'hc0,8'hc0,8'hc0,8'hc0,8'hc0,8'hc0,8'hc0,8'hc0,8'hc0,8'hff},
	{8'hff,8'hc0,8'hc0,8'hc0,8'hc0,8'hc0,8'hc0,8'hc0,8'hc0,8'hc0,8'hc0,8'hc0,8'hc0,8'hc0,8'hc0,8'hc0,8'hc0,8'hc0,8'hc0,8'hc0,8'hc0,8'hc0,8'hc0,8'hc0,8'hc0,8'hc0,8'hc0,8'hc0,8'hc0,8'hc0,8'hc0,8'hff},
	{8'hff,8'hc0,8'hc0,8'hc0,8'hc0,8'hc0,8'hc0,8'hc0,8'hc0,8'hc0,8'hc0,8'hc0,8'hc0,8'hc0,8'hc0,8'hc0,8'hc0,8'hc0,8'hc0,8'hc0,8'hc0,8'hc0,8'hc0,8'hc0,8'hc0,8'hc0,8'hc0,8'hc0,8'hc0,8'hc0,8'hc0,8'hff},
	{8'hff,8'hc0,8'hc0,8'hc0,8'hc0,8'hc0,8'hc0,8'hc0,8'hc0,8'hc0,8'hc0,8'hc0,8'hc0,8'hc0,8'hc0,8'hc0,8'hc0,8'hc0,8'hc0,8'hc0,8'hc0,8'hc0,8'hc0,8'hc0,8'hc0,8'hc0,8'hc0,8'hc0,8'hc0,8'hc0,8'hc0,8'hff},
	{8'hff,8'hc0,8'hc0,8'hc0,8'hc0,8'hc0,8'hc0,8'hc0,8'hc0,8'hc0,8'hc0,8'hc0,8'hc0,8'hc0,8'hc0,8'hc0,8'hc0,8'hc0,8'hc0,8'hc0,8'hc0,8'hc0,8'hc0,8'hc0,8'hc0,8'hc0,8'hc0,8'hc0,8'hc0,8'hc0,8'hc0,8'hff},
	{8'hff,8'hff,8'hc0,8'hc0,8'hc0,8'hc0,8'hc0,8'hc0,8'hc0,8'hc0,8'hc0,8'hc0,8'hc0,8'hc0,8'hc0,8'hc0,8'hc0,8'hc0,8'hc0,8'hc0,8'hc0,8'hc0,8'hc0,8'hc0,8'hc0,8'hc0,8'hc0,8'hc0,8'hc0,8'hc0,8'hff,8'hff},
	{8'hff,8'hff,8'hc0,8'hc0,8'hc0,8'hc0,8'hc0,8'hc0,8'hc0,8'hc0,8'hc0,8'hc0,8'hc0,8'hc0,8'hc0,8'hc0,8'hc0,8'hc0,8'hc0,8'hc0,8'hc0,8'hc0,8'hc0,8'hc0,8'hc0,8'hc0,8'hc0,8'hc0,8'hc0,8'hc0,8'hff,8'hff},
	{8'hff,8'hff,8'hc0,8'hc0,8'hc0,8'hc0,8'hc0,8'hc0,8'hc0,8'hc0,8'hc0,8'hc0,8'hc0,8'hc0,8'hc0,8'hc0,8'hc0,8'hc0,8'hc0,8'hc0,8'hc0,8'hc0,8'hc0,8'hc0,8'hc0,8'hc0,8'hc0,8'hc0,8'hc0,8'hc0,8'hff,8'hff},
	{8'hff,8'hff,8'hff,8'hc0,8'hc0,8'hc0,8'hc0,8'hc0,8'hc0,8'hc0,8'hc0,8'hc0,8'hc0,8'hc0,8'hc0,8'hc0,8'hc0,8'hc0,8'hc0,8'hc0,8'hc0,8'hc0,8'hc0,8'hc0,8'hc0,8'hc0,8'hc0,8'hc0,8'hc0,8'hff,8'hff,8'hff},
	{8'hff,8'hff,8'hff,8'hc0,8'hc0,8'hc0,8'hc0,8'hc0,8'hc0,8'hc0,8'hc0,8'hc0,8'hc0,8'hc0,8'hc0,8'hc0,8'hc0,8'hc0,8'hc0,8'hc0,8'hc0,8'hc0,8'hc0,8'hc0,8'hc0,8'hc0,8'hc0,8'hc0,8'hc0,8'hff,8'hff,8'hff},
	{8'hff,8'hff,8'hff,8'hff,8'hc0,8'hc0,8'hc0,8'hc0,8'hc0,8'hc0,8'hc0,8'hc0,8'hc0,8'hc0,8'hc0,8'hc0,8'hc0,8'hc0,8'hc0,8'hc0,8'hc0,8'hc0,8'hc0,8'hc0,8'hc0,8'hc0,8'hc0,8'hc0,8'hff,8'hff,8'hff,8'hff},
	{8'hff,8'hff,8'hff,8'hff,8'hff,8'hc0,8'hc0,8'hc0,8'hc0,8'hc0,8'hc0,8'hc0,8'hc0,8'hc0,8'hc0,8'hc0,8'hc0,8'hc0,8'hc0,8'hc0,8'hc0,8'hc0,8'hc0,8'hc0,8'hc0,8'hc0,8'hc0,8'hff,8'hff,8'hff,8'hff,8'hff},
	{8'hff,8'hff,8'hff,8'hff,8'hff,8'hff,8'hc0,8'hc0,8'hc0,8'hc0,8'hc0,8'hc0,8'hc0,8'hc0,8'hc0,8'hc0,8'hc0,8'hc0,8'hc0,8'hc0,8'hc0,8'hc0,8'hc0,8'hc0,8'hc0,8'hc0,8'hff,8'hff,8'hff,8'hff,8'hff,8'hff},
	{8'hff,8'hff,8'hff,8'hff,8'hff,8'hff,8'hff,8'hc0,8'hc0,8'hc0,8'hc0,8'hc0,8'hc0,8'hc0,8'hc0,8'hc0,8'hc0,8'hc0,8'hc0,8'hc0,8'hc0,8'hc0,8'hc0,8'hc0,8'hc0,8'hff,8'hff,8'hff,8'hff,8'hff,8'hff,8'hff},
	{8'hff,8'hff,8'hff,8'hff,8'hff,8'hff,8'hff,8'hff,8'hff,8'hc0,8'hc0,8'hc0,8'hc0,8'hc0,8'hc0,8'hc0,8'hc0,8'hc0,8'hc0,8'hc0,8'hc0,8'hc0,8'hc0,8'hff,8'hff,8'hff,8'hff,8'hff,8'hff,8'hff,8'hff,8'hff},
	{8'hff,8'hff,8'hff,8'hff,8'hff,8'hff,8'hff,8'hff,8'hff,8'hff,8'hff,8'hc0,8'hc0,8'hc0,8'hc0,8'hc0,8'hc0,8'hc0,8'hc0,8'hc0,8'hc0,8'hff,8'hff,8'hff,8'hff,8'hff,8'hff,8'hff,8'hff,8'hff,8'hff,8'hff},
	{8'hff,8'hff,8'hff,8'hff,8'hff,8'hff,8'hff,8'hff,8'hff,8'hff,8'hff,8'hff,8'hff,8'hff,8'hff,8'hff,8'hff,8'hff,8'hff,8'hff,8'hff,8'hff,8'hff,8'hff,8'hff,8'hff,8'hff,8'hff,8'hff,8'hff,8'hff,8'hff}};
logic [0:3] [0:3] [3:0] hit_colors = 
		  {16'h0440,     
			16'h8C62,    
			16'h8932,
			16'h0110};
always_ff@(posedge clk or negedge resetN)
begin
	if(!resetN) begin
		RGBout <=	TRANSPARENT_ENCODING;
		HitEdgeCode <= 4'h0;
	end
	else begin
		RGBout <= TRANSPARENT_ENCODING ;  
		HitEdgeCode <= 4'h0;
		if (InsideRectangle == 1'b1 && (collision_Red_Border || collision_Red_White ) )								 
		begin  
			HitEdgeCode <= hit_colors[offsetY >> OBJECT_HEIGHT_Y_DIVIDER][offsetX >> OBJECT_WIDTH_X_DIVIDER];	 
			RGBout <= object_colors[offsetY][offsetX];
		end 
		else if (InsideRectangle == 1'b1)																							 
			RGBout <= object_colors[offsetY][offsetX];
	end
end
assign drawingRequest = (RGBout != TRANSPARENT_ENCODING ) ? 1'b1 : 1'b0 ;  
endmodule
```
**design/flow/run.sh**
```bash
#!/bin/bash
# OpenROAD 26Q1-2900-gdf79404cd8, Yosys 0.63+post, stock flow scripts
make -C /OpenROAD-flow-scripts/flow DESIGN_CONFIG=/design/flow/config.mk WORK_HOME=/design/flow/orfs finish
```
**design/flow/config.mk**
```make
export PLATFORM = sky130hd
export DESIGN_NAME = RedBallBitMap
export DESIGN_NICKNAME = RedBallBitMap
export VERILOG_FILES = /design/flow/design.v
export SDC_FILE = /design/flow/constraint.sdc
export NUM_CORES = 4
export LEC_CHECK = 1
export CORE_AREA = 10 10 98 98
export DIE_AREA = 0 0 108 108
```
**design/flow/constraint.sdc**
```tcl
current_design RedBallBitMap

set clk_period 1.0
set clk_io_pct 0.2

create_clock -name clk0 -period $clk_period [get_ports {clk}]

set non_clock_inputs [all_inputs -no_clocks]
set_input_delay [expr $clk_period * $clk_io_pct] -clock clk0 $non_clock_inputs
set_output_delay [expr $clk_period * $clk_io_pct] -clock clk0 [all_outputs]
```
==> flow_summary.yaml <==
# implementation run metrics
worst_setup_path:
  crit_type: "primary input to flip-flop"
  cpPeakStageDelay_ns: 0.47
  cpMostUsedCell: "buf_6"
  critical_path.top_delay_family: "simple AND/OR/NAND/NOR gates"
  crit_path_end_kind: "flip-flop"
  path_buffers: 3
  start_kind: "primary input"
  cp_cell_sequence: "buf_8 > buf_6 > nor3_4 > xnor2_2 > ha_4 > a21oi_4 > o22ai_4 > buf_6 > or4b_4 > nand4_1 > nand2_1 > nand3_2 > and3_4"
  crit_required_ns: 1.16
  crit_fanout: 4
  slowest_stage: "or4b_4"
  crit_arrival_ns: 2.30
run_status:
  violations: "setup timing"
  outcome: "finished with violations"
floorplan:
  initial_utilization_pct: 15.4
  die_h_um: 108
  pin_count: 40
  core-area_um2: 7650
  die-area_um2: 11700
  die_w_um: 108
  fp-row-count: 32
clock_network:
  clockBufferDepth: 2
  htreeDepth: 1
  cts_hold_buf: 0
  clk_pin_slew_ns: 0.03
  numCtsBuffers: 3
  cts_tree: "built"
  cts-root-buf: "clkbuf_8"
  clock-sinks: 6
routing:
  antennaDiodeCount: 0
  drcViolationCount: 0
  drt_iter0_drc: 51
  drtPass1Iterations: 4
  vias: 1507
  vias_per_cell: 4.15
  drt-wirelength-per-cell_um: 11.1
  antenna_left: 0
  drt-total-wl_um: 4020
power:
  vdd_ir_drop_max_uv: 388
  p_leak_uw: 0.00108
  power_density_nw_per_um2: 977
  p_total_uw: 2400
timing:
  hold_violations: 0
  finalSetupTns_ns: -6.95
  fin_crit_ns: 2.14
  tightestPinTransition_ns: 0.340
  timing.fmax_mhz: 468
  rsz0062_at_grt: "yes"
  layout_setup_ws_ns: -1.14
  relSlewSlack_pct: 76.7
  maxSlewViolCount: 0
  finalCritPeriodShare_pct: 214
  setup-violations-final: 15
yosys:
  ys_top_cells_by_count: "inv_1, nand2_1, nor2_1"
  synth_warnings: 1
  top_cells_by_area: "ha_1, dfrtp_1, xnor2_1, a21oi_1, o21ai_0"
  top_area_cell: "ha_1"
  edf_count: 0
  synthCells: 168
  syn_area_um2: 1180
  most_common_cell: "inv_1"
  synth_top_flop_cell: "dfrtp_1"
  synthArstFlopShare_pct: 100
  yosys_area_um2: 1180
  ys_types: 41
  ys_seq_share_pct: 13.0
  yosysTopAreaCellShare_pct: 10.6
  syn_area_per_cell_um2: 7.00
  synth-seq-cells: 6
  synth_stat.cells: 168
global_route:
  met3_usage_pct: 1.75
  grtUsageMet1_pct: 8.94
  grt_max_degree: 12
  grt_pass1_wl_um: 6660
  grt_pass1_vias: 1487
  antenna_found_initial: 0
  grt.busiest_layer: "met2"
  grt_util_met2_pct: 10.6
  overflow: 0
  track_usage_pct: 6.58
place:
  place_inst: 346
  place_area_um2: 2090
  io_buffers: 35
  hpwl_um: 3260
  place_congestion: 0.807
job:
  drv_cap: 0
  log.warning_count: 32
final_layout:
  fillerInstances: 769
  fin_cells: 363
  finalInstanceArea_um2: 2460
  utilization_pct: 32.2
  post_route_cells_drive_above_1_share_pct: 49.8
  area_growth_pct: 109
worst_hold_path:
  min_path_type: "primary input to asynchronous set/reset pin"
==> power by group <==
group	internal, µW	switching, µW	leakage, µW
Sequential	284	14.2	0.0000766
Combinational	1050	712	0.000983
Clock	257	88.9	0.0000216
Total	1590	815	0.00108
==> layer usage <==
metal / routed length [µm] / vias up
li1: - / 783
met1: 1950 / 685
met4: 21 / 0
met2: 1750 / 35
met5: 0 / -
met3: 291 / 4
==> through the flow <==
stage               setup slack [ns]  hold WS [ns]
floorplan                      -1.21       -0.0956
global placement               -1.95         0.452
detailed placement             -1.99         0.449
CTS                            -1.30         0.223
global route                   -1.22         0.229
finish                         -1.14         0.217
==> cells in the final DEF, fill, tap and decap left out, drive strengths merged, types with 2 or more instances in the layout <==
master	synthesis	routed
or4	3	3
nand4	4	4
nor3	6	6
o311ai	2	2
a21oi	13	13
fa	2	2
nand3	9	9
and3	3	3
xor2	5	5
buf	8	77
xnor2	9	9
nor2b	5	5
dlymetal6s2s	0	3
a2111oi	2	2
inv	16	16
o21ai	12	12
dfrtp	4	4
dfstp	2	2
ha	10	10
o22ai	2	2
clkbuf	3	5
nand2	16	16
clkdlybuf4s50	0	14
clkdlybuf4s15	0	4
nand2b	4	4
nor2	14	14
==> final cells by class <==
class,count,area (µm²),area share (%)
flip-flops and latches,6,153,6.20
well taps,102,128,5.19
multi-input cells,135,1170,47.7
repair buffers,101,887,36.0
clock buffers,3,41.3,1.68
inverters,16,77.6,3.15
==> cell families (layout without fill, tap and decap cells) <==
logic type,Yosys count,count (layout),share of synthesized area (%)
compound gates,41,41,22.7
xor+xnor,14,14,10.4
fa+ha+maj,12,12,14.0
buf+inv,27,120,10.7
flops,6,6,13.0
simple gates,68,68,29.1
==> how the worst max path moves through the flow <==
stage,startpoint,end,slack (ns),cells after the start
4_1_cts,offsetX[5],RGBout[5],-1.30,14
5_1_grt,offsetX[6],RGBout[5],-1.22,13
6_report,offsetX[6],RGBout[5],-1.14,13
==> sequential cells by signal, summed over array words and instances (netlist names) <==
name / count
RGBout: 2
HitEdgeCode: 4
==> timing repair <==
| action | 4_1_cts | 5_1_grt |
|---|---|---|
| pin swaps | 29 | 23 |
| gates resized | 91 | 23 |
| gates cloned | 0 | 0 |
| endpoints found under the setup margin | 19 | 15 |
| buffers inserted | 10 | 5 |
No activity file was given, so power comes from the tool's default toggle rates.
