**design.v**
```verilog
module	WhiteBallBitMap	(	
					input	logic	clk,
					input	logic	resetN,
					input logic	[10:0] offsetX, 
					input logic	[10:0] offsetY,
					input	logic	InsideRectangle,  
					input logic collision_White_Border,  
					input logic collision_White_Red,		 
					output	logic	drawingRequest,  
					output	logic	[7:0] RGBout,   
					output	logic	[3:0] HitEdgeCode  
 ) ;
localparam  int OBJECT_NUMBER_OF_Y_BITS = 5;   
localparam  int OBJECT_NUMBER_OF_X_BITS = 5;   
localparam  int OBJECT_HEIGHT_Y = 1 <<  OBJECT_NUMBER_OF_Y_BITS ;
localparam  int OBJECT_WIDTH_X = 1 <<  OBJECT_NUMBER_OF_X_BITS;
localparam  int OBJECT_HEIGHT_Y_DIVIDER = OBJECT_NUMBER_OF_Y_BITS - 2;  
localparam  int OBJECT_WIDTH_X_DIVIDER =  OBJECT_NUMBER_OF_X_BITS - 2;
localparam logic [7:0] TRANSPARENT_ENCODING = 8'hFF ; 
logic [0:OBJECT_HEIGHT_Y-1] [0:OBJECT_WIDTH_X-1] [7:0] object_colors = {
	{8'hff,8'hff,8'hff,8'hff,8'hff,8'hff,8'hff,8'hff,8'hff,8'hff,8'hff,8'hff,8'hff,8'hff,8'hff,8'hff,8'hff,8'hff,8'hff,8'hff,8'hff,8'hff,8'hff,8'hff,8'hff,8'hff,8'hff,8'hff,8'hff,8'hff,8'hff,8'hff},
	{8'hff,8'hff,8'hff,8'hff,8'hff,8'hff,8'hff,8'hff,8'hff,8'hff,8'hff,8'hdb,8'hdb,8'hdb,8'hdb,8'hdb,8'hdb,8'hdb,8'hdb,8'hdb,8'hdb,8'hff,8'hff,8'hff,8'hff,8'hff,8'hff,8'hff,8'hff,8'hff,8'hff,8'hff},
	{8'hff,8'hff,8'hff,8'hff,8'hff,8'hff,8'hff,8'hff,8'hff,8'hdb,8'hdb,8'hdb,8'hdb,8'hdb,8'hdb,8'hdb,8'hdb,8'hdb,8'hdb,8'hdb,8'hdb,8'hdb,8'hdb,8'hff,8'hff,8'hff,8'hff,8'hff,8'hff,8'hff,8'hff,8'hff},
	{8'hff,8'hff,8'hff,8'hff,8'hff,8'hff,8'hff,8'hdb,8'hdb,8'hdb,8'hdb,8'hdb,8'hdb,8'hdb,8'hdb,8'hdb,8'hdb,8'hdb,8'hdb,8'hdb,8'hdb,8'hdb,8'hdb,8'hdb,8'hdb,8'hff,8'hff,8'hff,8'hff,8'hff,8'hff,8'hff},
	{8'hff,8'hff,8'hff,8'hff,8'hff,8'hff,8'hdb,8'hdb,8'hdb,8'hdb,8'hdb,8'hdb,8'hdb,8'hdb,8'hdb,8'hdb,8'hdb,8'hdb,8'hdb,8'hdb,8'hdb,8'hdb,8'hdb,8'hdb,8'hdb,8'hdb,8'hff,8'hff,8'hff,8'hff,8'hff,8'hff},
	{8'hff,8'hff,8'hff,8'hff,8'hff,8'hdb,8'hdb,8'hdb,8'hdb,8'hdb,8'hdb,8'hdb,8'hdb,8'hdb,8'hdb,8'hdb,8'hdb,8'hdb,8'hdb,8'hdb,8'hdb,8'hdb,8'hdb,8'hdb,8'hdb,8'hdb,8'hdb,8'hff,8'hff,8'hff,8'hff,8'hff},
	{8'hff,8'hff,8'hff,8'hff,8'hdb,8'hdb,8'hdb,8'hdb,8'hdb,8'hdb,8'hdb,8'hdb,8'hdb,8'hdb,8'hdb,8'hdb,8'hdb,8'hdb,8'hdb,8'hdb,8'hdb,8'hdb,8'hdb,8'hdb,8'hdb,8'hdb,8'hdb,8'hdb,8'hff,8'hff,8'hff,8'hff},
	{8'hff,8'hff,8'hff,8'hdb,8'hdb,8'hdb,8'hdb,8'hdb,8'hdb,8'hdb,8'hdb,8'hdb,8'hdb,8'hdb,8'hdb,8'hdb,8'hdb,8'hdb,8'hdb,8'hdb,8'hdb,8'hdb,8'hdb,8'hdb,8'hdb,8'hdb,8'hdb,8'hdb,8'hdb,8'hff,8'hff,8'hff},
	{8'hff,8'hff,8'hff,8'hdb,8'hdb,8'hdb,8'hdb,8'hdb,8'hdb,8'hdb,8'hdb,8'hdb,8'hdb,8'hdb,8'hdb,8'hdb,8'hdb,8'hdb,8'hdb,8'hdb,8'hdb,8'hdb,8'hdb,8'hdb,8'hdb,8'hdb,8'hdb,8'hdb,8'hdb,8'hff,8'hff,8'hff},
	{8'hff,8'hff,8'hdb,8'hdb,8'hdb,8'hdb,8'hdb,8'hdb,8'hdb,8'hdb,8'hdb,8'hdb,8'hdb,8'hdb,8'hdb,8'hdb,8'hdb,8'hdb,8'hdb,8'hdb,8'hdb,8'hdb,8'hdb,8'hdb,8'hdb,8'hdb,8'hdb,8'hdb,8'hdb,8'hdb,8'hff,8'hff},
	{8'hff,8'hff,8'hdb,8'hdb,8'hdb,8'hdb,8'hdb,8'hdb,8'hdb,8'hdb,8'hdb,8'hdb,8'hdb,8'hdb,8'hdb,8'hdb,8'hdb,8'hdb,8'hdb,8'hdb,8'hdb,8'hdb,8'hdb,8'hdb,8'hdb,8'hdb,8'hdb,8'hdb,8'hdb,8'hdb,8'hff,8'hff},
	{8'hff,8'hff,8'hdb,8'hdb,8'hdb,8'hdb,8'hdb,8'hdb,8'hdb,8'hdb,8'hdb,8'hdb,8'hdb,8'hdb,8'hdb,8'hdb,8'hdb,8'hdb,8'hdb,8'hdb,8'hdb,8'hdb,8'hdb,8'hdb,8'hdb,8'hdb,8'hdb,8'hdb,8'hdb,8'hdb,8'hff,8'hff},
	{8'hff,8'hdb,8'hdb,8'hdb,8'hdb,8'hdb,8'hdb,8'hdb,8'hdb,8'hdb,8'hdb,8'hdb,8'hdb,8'hdb,8'hdb,8'hdb,8'hdb,8'hdb,8'hdb,8'hdb,8'hdb,8'hdb,8'hdb,8'hdb,8'hdb,8'hdb,8'hdb,8'hdb,8'hdb,8'hdb,8'hdb,8'hff},
	{8'hff,8'hdb,8'hdb,8'hdb,8'hdb,8'hdb,8'hdb,8'hdb,8'hdb,8'hdb,8'hdb,8'hdb,8'hdb,8'hdb,8'hdb,8'hdb,8'hdb,8'hdb,8'hdb,8'hdb,8'hdb,8'hdb,8'hdb,8'hdb,8'hdb,8'hdb,8'hdb,8'hdb,8'hdb,8'hdb,8'hdb,8'hff},
	{8'hff,8'hdb,8'hdb,8'hdb,8'hdb,8'hdb,8'hdb,8'hdb,8'hdb,8'hdb,8'hdb,8'hdb,8'hdb,8'hdb,8'hdb,8'hdb,8'hdb,8'hdb,8'hdb,8'hdb,8'hdb,8'hdb,8'hdb,8'hdb,8'hdb,8'hdb,8'hdb,8'hdb,8'hdb,8'hdb,8'hdb,8'hff},
	{8'hff,8'hdb,8'hdb,8'hdb,8'hdb,8'hdb,8'hdb,8'hdb,8'hdb,8'hdb,8'hdb,8'hdb,8'hdb,8'hdb,8'hdb,8'hdb,8'hdb,8'hdb,8'hdb,8'hdb,8'hdb,8'hdb,8'hdb,8'hdb,8'hdb,8'hdb,8'hdb,8'hdb,8'hdb,8'hdb,8'hdb,8'hff},
	{8'hff,8'hdb,8'hdb,8'hdb,8'hdb,8'hdb,8'hdb,8'hdb,8'hdb,8'hdb,8'hdb,8'hdb,8'hdb,8'hdb,8'hdb,8'hdb,8'hdb,8'hdb,8'hdb,8'hdb,8'hdb,8'hdb,8'hdb,8'hdb,8'hdb,8'hdb,8'hdb,8'hdb,8'hdb,8'hdb,8'hdb,8'hff},
	{8'hff,8'hdb,8'hdb,8'hdb,8'hdb,8'hdb,8'hdb,8'hdb,8'hdb,8'hdb,8'hdb,8'hdb,8'hdb,8'hdb,8'hdb,8'hdb,8'hdb,8'hdb,8'hdb,8'hdb,8'hdb,8'hdb,8'hdb,8'hdb,8'hdb,8'hdb,8'hdb,8'hdb,8'hdb,8'hdb,8'hdb,8'hff},
	{8'hff,8'hdb,8'hdb,8'hdb,8'hdb,8'hdb,8'hdb,8'hdb,8'hdb,8'hdb,8'hdb,8'hdb,8'hdb,8'hdb,8'hdb,8'hdb,8'hdb,8'hdb,8'hdb,8'hdb,8'hdb,8'hdb,8'hdb,8'hdb,8'hdb,8'hdb,8'hdb,8'hdb,8'hdb,8'hdb,8'hdb,8'hff},
	{8'hff,8'hdb,8'hdb,8'hdb,8'hdb,8'hdb,8'hdb,8'hdb,8'hdb,8'hdb,8'hdb,8'hdb,8'hdb,8'hdb,8'hdb,8'hdb,8'hdb,8'hdb,8'hdb,8'hdb,8'hdb,8'hdb,8'hdb,8'hdb,8'hdb,8'hdb,8'hdb,8'hdb,8'hdb,8'hdb,8'hdb,8'hff},
	{8'hff,8'hff,8'hdb,8'hdb,8'hdb,8'hdb,8'hdb,8'hdb,8'hdb,8'hdb,8'hdb,8'hdb,8'hdb,8'hdb,8'hdb,8'hdb,8'hdb,8'hdb,8'hdb,8'hdb,8'hdb,8'hdb,8'hdb,8'hdb,8'hdb,8'hdb,8'hdb,8'hdb,8'hdb,8'hdb,8'hff,8'hff},
	{8'hff,8'hff,8'hdb,8'hdb,8'hdb,8'hdb,8'hdb,8'hdb,8'hdb,8'hdb,8'hdb,8'hdb,8'hdb,8'hdb,8'hdb,8'hdb,8'hdb,8'hdb,8'hdb,8'hdb,8'hdb,8'hdb,8'hdb,8'hdb,8'hdb,8'hdb,8'hdb,8'hdb,8'hdb,8'hdb,8'hff,8'hff},
	{8'hff,8'hff,8'hdb,8'hdb,8'hdb,8'hdb,8'hdb,8'hdb,8'hdb,8'hdb,8'hdb,8'hdb,8'hdb,8'hdb,8'hdb,8'hdb,8'hdb,8'hdb,8'hdb,8'hdb,8'hdb,8'hdb,8'hdb,8'hdb,8'hdb,8'hdb,8'hdb,8'hdb,8'hdb,8'hdb,8'hff,8'hff},
	{8'hff,8'hff,8'hff,8'hdb,8'hdb,8'hdb,8'hdb,8'hdb,8'hdb,8'hdb,8'hdb,8'hdb,8'hdb,8'hdb,8'hdb,8'hdb,8'hdb,8'hdb,8'hdb,8'hdb,8'hdb,8'hdb,8'hdb,8'hdb,8'hdb,8'hdb,8'hdb,8'hdb,8'hdb,8'hff,8'hff,8'hff},
	{8'hff,8'hff,8'hff,8'hdb,8'hdb,8'hdb,8'hdb,8'hdb,8'hdb,8'hdb,8'hdb,8'hdb,8'hdb,8'hdb,8'hdb,8'hdb,8'hdb,8'hdb,8'hdb,8'hdb,8'hdb,8'hdb,8'hdb,8'hdb,8'hdb,8'hdb,8'hdb,8'hdb,8'hdb,8'hff,8'hff,8'hff},
	{8'hff,8'hff,8'hff,8'hff,8'hdb,8'hdb,8'hdb,8'hdb,8'hdb,8'hdb,8'hdb,8'hdb,8'hdb,8'hdb,8'hdb,8'hdb,8'hdb,8'hdb,8'hdb,8'hdb,8'hdb,8'hdb,8'hdb,8'hdb,8'hdb,8'hdb,8'hdb,8'hdb,8'hff,8'hff,8'hff,8'hff},
	{8'hff,8'hff,8'hff,8'hff,8'hff,8'hdb,8'hdb,8'hdb,8'hdb,8'hdb,8'hdb,8'hdb,8'hdb,8'hdb,8'hdb,8'hdb,8'hdb,8'hdb,8'hdb,8'hdb,8'hdb,8'hdb,8'hdb,8'hdb,8'hdb,8'hdb,8'hdb,8'hff,8'hff,8'hff,8'hff,8'hff},
	{8'hff,8'hff,8'hff,8'hff,8'hff,8'hff,8'hdb,8'hdb,8'hdb,8'hdb,8'hdb,8'hdb,8'hdb,8'hdb,8'hdb,8'hdb,8'hdb,8'hdb,8'hdb,8'hdb,8'hdb,8'hdb,8'hdb,8'hdb,8'hdb,8'hdb,8'hff,8'hff,8'hff,8'hff,8'hff,8'hff},
	{8'hff,8'hff,8'hff,8'hff,8'hff,8'hff,8'hff,8'hdb,8'hdb,8'hdb,8'hdb,8'hdb,8'hdb,8'hdb,8'hdb,8'hdb,8'hdb,8'hdb,8'hdb,8'hdb,8'hdb,8'hdb,8'hdb,8'hdb,8'hdb,8'hff,8'hff,8'hff,8'hff,8'hff,8'hff,8'hff},
	{8'hff,8'hff,8'hff,8'hff,8'hff,8'hff,8'hff,8'hff,8'hff,8'hdb,8'hdb,8'hdb,8'hdb,8'hdb,8'hdb,8'hdb,8'hdb,8'hdb,8'hdb,8'hdb,8'hdb,8'hdb,8'hdb,8'hff,8'hff,8'hff,8'hff,8'hff,8'hff,8'hff,8'hff,8'hff},
	{8'hff,8'hff,8'hff,8'hff,8'hff,8'hff,8'hff,8'hff,8'hff,8'hff,8'hff,8'hdb,8'hdb,8'hdb,8'hdb,8'hdb,8'hdb,8'hdb,8'hdb,8'hdb,8'hdb,8'hff,8'hff,8'hff,8'hff,8'hff,8'hff,8'hff,8'hff,8'hff,8'hff,8'hff},
	{8'hff,8'hff,8'hff,8'hff,8'hff,8'hff,8'hff,8'hff,8'hff,8'hff,8'hff,8'hff,8'hff,8'hff,8'hff,8'hff,8'hff,8'hff,8'hff,8'hff,8'hff,8'hff,8'hff,8'hff,8'hff,8'hff,8'hff,8'hff,8'hff,8'hff,8'hff,8'hff}};
logic [0:3] [0:3] [3:0] hit_colors = 
		  {16'h0440,     
			16'h8C62,    
			16'h8932,
			16'h0110};
always_ff@(posedge clk or negedge resetN)
begin
	if(!resetN) begin
		RGBout <=	TRANSPARENT_ENCODING;
		HitEdgeCode <= 4'h0;
	end
	else begin
		RGBout <= TRANSPARENT_ENCODING ;  
		HitEdgeCode <= 4'h0;
		if (InsideRectangle == 1'b1 && (collision_White_Border || collision_White_Red ) )  
		begin  
			HitEdgeCode <= hit_colors[offsetY >> OBJECT_HEIGHT_Y_DIVIDER][offsetX >> OBJECT_WIDTH_X_DIVIDER];	 
			RGBout <= object_colors[offsetY][offsetX];
		end 
		else if (InsideRectangle == 1'b1) 		 
			RGBout <= object_colors[offsetY][offsetX];
	end
end
assign drawingRequest = (RGBout != TRANSPARENT_ENCODING ) ? 1'b1 : 1'b0 ;  
endmodule
```
**run.sh**
```bash
#!/bin/bash
# OpenROAD 26Q1-2900-gdf79404cd8, Yosys 0.63+post, stock flow scripts
make -C /OpenROAD-flow-scripts/flow DESIGN_CONFIG=/design/flow/config.mk WORK_HOME=/design/flow/orfs finish
```
**config.mk**
```make
export PLATFORM = sky130hd
export DESIGN_NAME = WhiteBallBitMap
export DESIGN_NICKNAME = WhiteBallBitMap
export VERILOG_FILES = /design/flow/design.v
export SDC_FILE = /design/flow/constraint.sdc
export NUM_CORES = 4
export LEC_CHECK = 1
export CORE_AREA = 10 10 111 111
export DIE_AREA = 0 0 121 121
```
**constraint.sdc**
```tcl
current_design WhiteBallBitMap

set clk_period 1.0
set clk_io_pct 0.2

create_clock -name clk0 -period $clk_period [get_ports {clk}]

set non_clock_inputs [all_inputs -no_clocks]
set_input_delay [expr $clk_period * $clk_io_pct] -clock clk0 $non_clock_inputs
set_output_delay [expr $clk_period * $clk_io_pct] -clock clk0 [all_outputs]
```
==> results.sh <==
# implementation run metrics
export IMPL_outcome="finished with violations"
export IMPL_failed_checks="setup timing"
export IMPL_max_cap_violations=0
export IMPL_weighted_congestion_reported_at_the_end_of_routability_driven_placement=0.810
export IMPL_hp_class="in2async"
export IMPL_routed_wirelength_normalized_by_instance_count_um=11.0
export IMPL_report_final_slew_viol_count=0
export IMPL_tritoncts_num_sinks=6
export IMPL_post_route_min_period_ps=2170
export IMPL_cts_path_max_buffers=2
export IMPL_timing_final_ws_setup_ps=-1170
export IMPL_first_global_vias=1540
export IMPL_hold_buffers=0
export IMPL_clock_fmax_ghz=0.461
export IMPL_worst_setup_path_type="in2reg"
export IMPL_initial_core_util=0.119
export IMPL_detail_route_drc_violations=0
export IMPL_rsz0062_at_grt="yes"
export IMPL_synth_edff_count=0
export IMPL_synth_top_flop_cell="dfrtp_1"
export IMPL_synth_yosys_num_cells=168
export IMPL_antenna_violating_nets_post_route=0
export IMPL_cp_end_kind="register"
export IMPL_globalRouteTotalUtil=0.0563
export IMPL_cellPowerDensity_nw_per_um2=949
export IMPL_final_instance_count_excl_fill=400
export IMPL_async_flop_share=1.00
export IMPL_syn_area_um2=1180
export IMPL_drtIter0Drc=69
export IMPL_chipArea_um2=14600
export IMPL_dr_pass1_iters=4
export IMPL_timing_critical_path_required_ps=1160
export IMPL_fillerInstances=1027
export IMPL_layout_area_overhead_vs_synth_pct=121
export IMPL_grt_first_pass_wirelength_um=7090
export IMPL_ys_ff=6
export IMPL_cp_arrival_ps=2330
export IMPL_final_core_utilization=0.263
export IMPL_dp_hpwl_um=3410
export IMPL_peakVddDrop_v=0.000450
export IMPL_final_setup_viol_count=15
export IMPL_finalHoldViolations=0
export IMPL_syn_instance_count=168
export IMPL_synth_warnings=1
export IMPL_placed_cells_incl_taps=378
export IMPL_synth_sequential_area_ratio=0.130
export IMPL_cts_inserted_buffers=3
export IMPL_yosysUniqueCellTypes=41
export IMPL_critical_path_max_fanout=4
export IMPL_cts_root_buffer="clkbuf_8"
export IMPL_floorplan_io_pins=40
export IMPL_actual_slew_at_the_worst_max_slew_pin_ps=382
export IMPL_floorplan_die_width_um=121
export IMPL_avgSynthCellArea_um2=7.00
export IMPL_stage_log_warnings=32
export IMPL_clk_pin_slew_worst_paths_ps=30
export IMPL_die_size_y_um=121
export IMPL_fin_crit_sh=2.17
export IMPL_final_comb_area_um2=1250
export IMPL_grt_antenna_before_repair=1
export IMPL_regArea_um2=153
export IMPL_setup_worst_path_start_class="primary input"
export IMPL_vias_per_cell=3.87
export IMPL_place_port_buffers=35
export IMPL_totalWireLength_um=4390
export IMPL_final_layout_size_suffix_gt1_frac=0.564
export IMPL_grt_start_max_net_pins=11
export IMPL_cts_tree="built"
export IMPL_placementRows=36
export IMPL_power_leakage_nw=1.11
export IMPL_vias=1549
export IMPL_h_tree_depth=1
export IMPL_overflow_after_grt=0
export IMPL_core_area_um2=9860
export IMPL_synth_chip_area_um2=1180
export IMPL_max_slew_headroom=0.743
report_power, final:
part           switching [mW]  internal, mW  total [mW]  leakage [nW]
clock                  0.0902         0.257       0.348        0.0216
sequential             0.0178         0.284       0.302        0.0766
combinational           0.761          1.05        1.81          1.02
total                   0.869          1.60        2.46          1.11
layer usage:
layer | global-route usage | up-vias | part of all wire
met5 | 0 | - | 0
met2 | 0.0779 | 47 | 0.40
met1 | 0.0843 | 707 | 0.50
met3 | 0.0213 | 2 | 0.093
met4 | 0.00302 | 0 | 0.0016
li1 | - | 793 | -
synthesized netlist by cell type, types with 4 or more instances:
master    number  share of area
inv_1         16          0.051
nand2_1       15          0.048
nor2_1        14          0.045
a21oi_1       12          0.051
o21ai_0       12          0.051
ha_1          10           0.11
nand3_1        9          0.038
xnor2_1        9          0.067
buf_4          6          0.038
nor3_1         6          0.026
nor2b_1        5          0.027
xor2_1         5          0.037
dfrtp_1        4          0.085
nand2b_1       4          0.021
nand4_1        4          0.021
what timing repair did:
action,4_1_cts,5_1_grt
endpoints found under the setup margin,19,15
resized,83,47
buffers inserted,13,7
pin swaps,28,25
cells by family after synthesis:
kind of cell             share of synthesized area
AND/OR/NAND/NOR                              0.291
XOR/XNOR                                     0.104
AND-OR/OR-AND                                0.227
buffers and inverters                        0.107
adder cells (fa/ha/maj)                      0.140
flip-flops                                   0.130
registers in the layout, summed over array words and instances, names as in the netlist:
name / count
HitEdgeCode: 4
RGBout: 2
final timing paths:
path | from | depth (start not counted) | to | slack, ps
max | offsetX[5] | 11 | RGBout[5] | -1170
min | resetN | 1 | HitEdgeCode[0] | 210
min in group clk0 | offsetX[5] | 6 | HitEdgeCode[3] | 610
max in group asynchronous | resetN | 1 | RGBout[5] | 530
metrics by stage:
stage	setup TNS [ps]	cell area (µm²)	hold slack, ps	power, mW	setup slack, ps
2_1_floorplan	-5010	1300	-95.6	1.01	-1210
3_3_place_gp	-12200	2130	453	1.62	-1890
3_5_place_dp	-12380	2130	449	1.63	-1910
4_1_cts	-8060	2390	220	2.21	-1290
5_1_grt	-8130	2600	240	2.64	-1230
6_report	-7240	2600	215	2.46	-1170
cells in the final DEF, fill, tap and decap left out, types with 4 or more instances in the layout:
cell type        synthesis  routed
buf_4                    6      59
clkdlybuf4s50_1          0      14
buf_6                    0      14
nand2_1                 15      13
nor2_1                  14      12
inv_2                    0       9
o21ai_0                 12       9
nand3_1                  9       7
ha_4                     0       7
xnor2_2                  0       6
a21oi_1                 12       6
a21oi_2                  1       5
inv_1                   16       5
clkbuf_2                 0       5
dfrtp_1                  4       4
nand4_1                  4       4
nor2b_1                  5       4
buf_2                    2       4
clkdlybuf4s15_1          0       4
area by class of cell:
cell class	count	share of cell area
multi-input combinational	135	0.480
clock buffer	3	0.0159
inverter	16	0.0299
tap	133	0.0641
antenna	1	0.000963
sequential	6	0.0588
timing repair buffer	106	0.351
worst max-delay path, cell delays in order:
cell     delay, ps
buf_12         100
inv_12          30
ha_4           260
inv_2           40
fa_2           570
buf_12         120
a21oi_2         30
o211a_1        110
or4_4          480
a41oi_2        200
and3_4         190
Power figures rest on the tool's default switching activity, not on a simulated workload.
